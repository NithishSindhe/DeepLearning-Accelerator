==> ./run.sh <==
#!/bin/bash
# OpenROAD 26Q1-2900-gdf79404cd8, Yosys 0.63+post, stock flow scripts
make -C /OpenROAD-flow-scripts/flow DESIGN_CONFIG=/design/flow/config.mk WORK_HOME=/design/flow/orfs finish
==> ./config.mk <==
export PLATFORM = sky130hd
export DESIGN_NAME = bram_module
export DESIGN_NICKNAME = bram_module
export VERILOG_FILES = /design/flow/design.v
export SDC_FILE = /design/flow/constraint.sdc
export NUM_CORES = 4
export LEC_CHECK = 1
export CORE_AREA = 10 10 80 80
export DIE_AREA = 0 0 90 90
==> ./constraint.sdc <==
current_design bram_module

set clk_period 1.0
set clk_io_pct 0.2

create_clock -name clk0 -period $clk_period [get_ports {clk}]

set non_clock_inputs [all_inputs -no_clocks]
set_input_delay [expr $clk_period * $clk_io_pct] -clock clk0 $non_clock_inputs
set_output_delay [expr $clk_period * $clk_io_pct] -clock clk0 [all_outputs]
==> ./design.v <==
`timescale 1ns / 1ps
module bram_module(clk,input_data,ram_enable1,r_data);
	parameter tile = 32;
	parameter width = 16;
	output reg [width-1:0] r_data ;
	input bit clk;
	input [width-1:0] input_data; 
	input ram_enable1;
	always@(posedge clk)
	begin
		if(ram_enable1) begin
			r_data <= input_data;
		end
	end
endmodule
==> run_summary.xml <==
<?xml version="1.0" encoding="UTF-8"?>
<metrics>
  <group name="finish">
    <metric name="final_layout_size_suffix_gt1_frac" unit="">0.389</metric>
    <metric name="max_reg_flops" unit="">16</metric>
    <metric name="area.growth.synth_to_final" unit="%">81.2</metric>
    <metric name="final-comb-area" unit="sq um">0</metric>
    <metric name="reg_top3" unit="">r_data (16)</metric>
    <metric name="num-multi-input-gates" unit="">0</metric>
    <metric name="layoutNonFillerInstCount" unit="">121</metric>
    <metric name="n_fill_cell" unit="">505</metric>
    <metric name="biggest_register" unit="">r_data</metric>
  </group>
  <group name="yosys">
    <metric name="synth.yosys.num_cells" unit="">16</metric>
    <metric name="synth.top_cell.area_share" unit="">1.00</metric>
    <metric name="ys.flop_type" unit="">edfxtp_1</metric>
    <metric name="postSynthRegisterBits" unit="">16</metric>
    <metric name="netlist_top_cells_area" unit="">edfxtp_1</metric>
    <metric name="synth.distinct_cells" unit="">1</metric>
    <metric name="ys_async_sr_fraction" unit="">0</metric>
    <metric name="cell_count_after_synthesis" unit="">16</metric>
    <metric name="synth_area" unit="sq um">480</metric>
    <metric name="post_synth_most_frequent_cells" unit="">edfxtp_1</metric>
    <metric name="edf_count" unit="">16</metric>
    <metric name="yosys.stat.chipArea" unit="sq um">480</metric>
    <metric name="most_common_cell_in_the_synthesized_netlist" unit="">edfxtp_1</metric>
    <metric name="synth_area_per_cell" unit="sq um">30.0</metric>
    <metric name="synth-warning-count" unit="">1</metric>
    <metric name="ys_seq_share" unit="">1.00</metric>
    <metric name="netlist.top_cell.by_area" unit="">edfxtp_1</metric>
  </group>
  <group name="floorplan">
    <metric name="initCoreUtil" unit="">0.102</metric>
    <metric name="die_height" unit="um">90</metric>
    <metric name="chip_area" unit="sq um">8100</metric>
    <metric name="coreArea" unit="sq um">4720</metric>
    <metric name="io-pin-count" unit="">34</metric>
    <metric name="die_x" unit="um">90</metric>
    <metric name="floorplan.rows" unit="">25</metric>
  </group>
  <group name="clocking">
    <metric name="tritoncts_num_sinks" unit="">16</metric>
    <metric name="cts_tree" unit="">done</metric>
    <metric name="worst_path_clk_slew" unit="ns">0.05</metric>
    <metric name="post_cts_buffers" unit="">0</metric>
    <metric name="numCtsBuffers" unit="">3</metric>
    <metric name="cts_hold_repair.buffers" unit="">0</metric>
    <metric name="htree_levels" unit="">1</metric>
    <metric name="clk_path_buf_depth" unit="">2</metric>
    <metric name="cts-root-buf" unit="">clkbuf_8</metric>
  </group>
  <group name="setup_path">
    <metric name="path_delay_family" unit="">flip-flops</metric>
    <metric name="crit_cells" unit="">1</metric>
    <metric name="critical_path_class" unit="">reg -&gt; out</metric>
    <metric name="crit_required" unit="ns">0.80</metric>
    <metric name="worstPathMaxFanout" unit="">1</metric>
    <metric name="crit_path_start_kind" unit="">flop</metric>
    <metric name="crit_path_top_delay_cell" unit="">edfxtp_1</metric>
    <metric name="critical_path.n_buffers_inverters" unit="">1</metric>
    <metric name="max_stage_delay" unit="ns">0.36</metric>
    <metric name="critical_path.cell_chain" unit="">buf_2</metric>
    <metric name="cp.arrival" unit="ns">0.72</metric>
    <metric name="end_kind" unit="">primary output</metric>
  </group>
  <group name="final_timing">
    <metric name="setup-tns-final" unit="ns">0</metric>
    <metric name="slew_headroom" unit="">0.930</metric>
    <metric name="max_freq" unit="GHz">1.08</metric>
    <metric name="timing_worst_slew_pin_value" unit="ns">0.106</metric>
    <metric name="rsz_0062_raised_after_global_routing" unit="">no</metric>
    <metric name="setup-violations-final" unit="">0</metric>
    <metric name="period_needed" unit="ns">0.923</metric>
    <metric name="finalHoldViolations" unit="">0</metric>
    <metric name="final-max-slew-violation-count" unit="">0</metric>
    <metric name="finalClockPeriodUsage" unit="">0.923</metric>
  </group>
  <group name="drt">
    <metric name="drt.antenna.violating_nets" unit="">0</metric>
    <metric name="wirelength" unit="mm">1.30</metric>
    <metric name="drtIter0Drc" unit="">9</metric>
    <metric name="insertedDiodeCount" unit="">0</metric>
    <metric name="routed_via_density" unit="">2.45</metric>
    <metric name="firstDrtPassIters" unit="">2</metric>
    <metric name="wire_per_inst" unit="um">10.8</metric>
    <metric name="drc" unit="">0</metric>
    <metric name="detailroute.via_count" unit="">297</metric>
  </group>
  <group name="global_routing">
    <metric name="grt_first_pass_wirelength" unit="mm">2.04</metric>
    <metric name="gr-total-overflow" unit="">0</metric>
    <metric name="initial_antenna_violation_count" unit="">0</metric>
    <metric name="grt_use_total" unit="">0.0313</metric>
    <metric name="grt_max_degree" unit="">9</metric>
    <metric name="number_of_global_route_vias_before_repair" unit="">372</metric>
  </group>
  <group name="power">
    <metric name="cell_internal_pwr" unit="mW">1.16</metric>
    <metric name="pwr-share-seq" unit="">0.590</metric>
    <metric name="power_switching" unit="uW">218</metric>
    <metric name="total_leakage_power" unit="nW">0.319</metric>
    <metric name="pwr_density_cell" unit="nW/um^2">1580</metric>
    <metric name="switching_share" unit="">0.158</metric>
    <metric name="power.clock.fraction" unit="">0.320</metric>
    <metric name="power.ir.vdd_worst" unit="mV">0.403</metric>
    <metric name="power.combinational.fraction" unit="">0.090</metric>
  </group>
  <group name="run_status">
    <metric name="outcome" unit="">finished clean</metric>
  </group>
  <group name="placed_design">
    <metric name="placedCellCount" unit="">118</metric>
    <metric name="place.port_buffers" unit="">33</metric>
    <metric name="place_congestion" unit="">0.661</metric>
  </group>
  <group name="worst_hold_path">
    <metric name="timing.hold.worst.class" unit="">in -&gt; reg</metric>
    <metric name="holdPathStages" unit="">1</metric>
  </group>
  <group name="job">
    <metric name="maxCapViolCount" unit="">0</metric>
    <metric name="openroad.warnings" unit="">25</metric>
  </group>
</metrics>
[power groups by stage]
stage | Sequential (mW) | Combinational, mW | Clock, mW
4_1_cts | 0.811 | 0.140 | 0.458
5_1_grt | 0.815 | 0.137 | 0.497
6_report | 0.810 | 0.124 | 0.440
[layout make-up]
class / instances / area (sq um) / share of cell area
Clock buffer: 3 / 41.3 / 0.0474
Tap cell: 67 / 83.8 / 0.0963
Sequential cell: 16 / 480 / 0.552
Timing Repair Buffer: 35 / 265 / 0.305
[logic make-up after synthesis]
group / Yosys count / share of synthesized area
flip-flops: 16 / 1.00
[cells in the final DEF, fill, tap and decap left out, drive strengths merged]
master          n
edfxtp         16
clkdlybuf4s50  17
buf            11
clkbuf         10
[per-stage QoR]
step	total power, mW	setup slack (ns)	area, sq um	utilization	hold WS (ns)
floorplan	0.811	0.501	480	-	0.299
global placement	0.999	-0.154	910	0.193	0.765
detailed placement	1.00	-0.156	910	0.193	0.761
CTS	1.41	0.00513	906	0.192	0.515
global route	1.45	0.0229	871	0.184	0.515
finish	1.37	0.0766	871	0.184	0.518
[metal layers]
metal	track usage	part of all wire
met5	0	0
met4	0.0133	0.036
met3	0.00754	0.062
met2	0.0521	0.50
met1	0.0380	0.40
[worst paths after layout]
| kind | from | to | slack (ns) |
|---|---|---|---|
| min | input_data[0] | r_data[0] | 0.52 |
| max | r_data[0] | r_data[0] | 0.08 |
[repair_timing]
item	CTS	global route
pin swaps	0	0
endpoints found under the setup margin	16	7
cloned	0	0
gates resized	41	7
Power is estimated from default activity; no workload was simulated.
